### design/flow/run.sh
#!/bin/bash
# OpenROAD 26Q1-2900-gdf79404cd8, Yosys 0.63+post, stock flow scripts
make -C /OpenROAD-flow-scripts/flow DESIGN_CONFIG=/design/flow/config.mk WORK_HOME=/design/flow/orfs finish
### design/flow/config.mk
export PLATFORM = sky130hd
export DESIGN_NAME = audiothrough
export DESIGN_NICKNAME = audiothrough
export VERILOG_FILES = /design/flow/design.v
export SDC_FILE = /design/flow/constraint.sdc
export NUM_CORES = 4
export LEC_CHECK = 1
export CORE_UTILIZATION = 40
### design/flow/constraint.sdc
current_design audiothrough

set clk_period 2.6
set clk_io_pct 0.2

create_clock -name clk0 -period $clk_period [get_ports {clk}]

set non_clock_inputs [all_inputs -no_clocks]
set_input_delay [expr $clk_period * $clk_io_pct] -clock clk0 $non_clock_inputs
set_output_delay [expr $clk_period * $clk_io_pct] -clock clk0 [all_outputs]
### design/flow/design.v
module adc(
    clk,
    start,
    done,
    dout,
    adc_cs,
    adc_clk,
    adc_din,
    adc_dout,
);
input clk;
input start;
output done;
output reg [9:0] dout;
output adc_cs;
output adc_clk;
output adc_din;
input adc_dout;
assign adc_clk = clk;
reg [5:0] state = 6'd17;
always @ (negedge clk)
    if (state == 6'd17)
        if (start == 1'b1)
            state <= 0;
        else
            state <= 6'd17;
    else
        state <= state + 1;
assign adc_cs = (state == 6'd17);
assign done = (state == 6'd17);
always @ (state)
    case (state)
        6'd0: adc_din <= 1;  
        default: adc_din <= 0;  
    endcase
always @ (negedge clk)
    if (state >= 6'd7 && state <= 6'd16)
        dout[6'd16 - state] <= adc_dout;
endmodule
module audiothrough(
    clk,
    adc_cs,
    adc_clk,
    adc_din,
    adc_dout,
    dac_cs,
    dac_clk,
    dac_sdi,
    data_out,
    x0,
    x0_neg,
    x1,
    x1_neg,
    x2,
    x2_neg,
    y1,
    y1_neg,
    y2,
    y2_neg,
);
output adc_cs, adc_clk, adc_din, dac_cs, dac_clk, dac_sdi;
input clk, adc_dout, x0_neg, x1_neg, x2_neg, y1_neg, y2_neg;
input [16:0] x0, x1, x2, y1, y2;
output [9:0] data_out;
wire clk15;  
clkdiv32 clkdiv32 (
    .clkin(clk),
    .clkout(clk15)
);
reg [5:0] counter = 0;
always @ (posedge clk15)
    if (counter >= 21)
        counter <= 0;
    else
        counter <= counter + 1;
wire start;
assign start = (counter == 0);
reg [9:0] dac_in = 0;
wire [9:0] adc_out, filter_out;
always @ (posedge clk15)
    if (counter == 21)
        dac_in <= filter_out;
assign data_out = dac_in;
reg filterclock;
always @ (posedge clk15)
    if (counter == 20)
        filterclock = 1;
    else
        filterclock = 0;
adc adc(
    .clk(clk15),
    .start(start),
    .dout(adc_out),
    .adc_cs(adc_cs),
    .adc_clk(adc_clk),
    .adc_din(adc_din),
    .adc_dout(adc_dout)
);
biquad_filter biquad_filter(
    .clk(filterclock),
    .x(adc_out),
    .y(filter_out),
    .x0(x0),
    .x0_neg(x0_neg),
    .x1(x1),
    .x1_neg(x1_neg),
    .x2(x2),
    .x2_neg(x2_neg),
    .y1(y1),
    .y1_neg(y1_neg),
    .y2(y2),
    .y2_neg(y2_neg)
);
dac dac(
    .clk(clk15),
    .start(start),
    .din({dac_in, 2'b0}),
    .dac_cs(dac_cs),
    .dac_clk(dac_clk),
    .dac_sdi(dac_sdi)
);
endmodule
module biquad_filter(
    clk,
    x,
    y,
    x0,
    x0_neg,
    x1,
    x1_neg,
    x2,
    x2_neg,
    y1,
    y1_neg,
    y2,
    y2_neg,
);
input clk, x0_neg, x1_neg, x2_neg, y1_neg, y2_neg;
input [9:0] x;
input [16:0] x0, x1, x2, y1, y2;
output [9:0] y;
reg [9:0] x_1, x_2, y_1, y_2 = 0;
always @ (posedge clk) begin
    x_1 <= x;
    x_2 <= x_1;
    y_1 <= y;
    y_2 <= y_1;
end
wire [26:0] x0_calc, x1_calc, x2_calc, y1_calc, y2_calc;
assign x0_calc = (x0 * x) >> 10;
assign x1_calc = (x1 * x_1) >> 10;
assign x2_calc = (x2 * x_2) >> 10;
assign y1_calc = (y1 * y_1) >> 10;
assign y2_calc = (y2 * y_2) >> 10;
assign y = (x0_neg ? -x0_calc : x0_calc) + (x1_neg ? -x1_calc : x1_calc) + (x2_neg ? -x2_calc : x2_calc) + (y1_neg ? -y1_calc : y1_calc) + (y2_neg ? -y2_calc : y2_calc);
endmodule
module clkdiv32(
    input clkin,
    output clkout,
);
    reg [4:0] counter = 0;
    always @ (posedge clkin)
        counter <= counter + 1;
    assign clkout = counter[4];
endmodule
module dac(
    clk,
    start,
    done,
    din,
    dac_cs,
    dac_clk,
    dac_sdi,
);
input clk;
input start;
output done;
input [11:0] din;
output dac_cs;
output dac_clk;
output dac_sdi;
assign dac_clk = clk;
reg [5:0] state = 6'd17;
always @ (negedge clk)
    if (state == 6'd17)
        if (start == 1'b1)
            state <= 0;
        else
            state <= 6'd17;
    else
        state <= state + 1;
assign dac_cs = (state == 6'd17);
assign done = (state == 6'd17);
always @ (state)
    if (state == 0)
        dac_sdi <= 0;      
    else if (state == 1)
        dac_sdi <= 0;      
    else if (state == 2)
        dac_sdi <= 1;      
    else if (state == 3)
        dac_sdi <= 1;      
    else if (state >= 4 && state <= 15)
        dac_sdi <= din[15 - state];
    else
        dac_sdi <= 0;
endmodule
==> impl_metrics.yaml <==
# implementation run metrics
status:
  status: "finished clean"
setup_path:
  path_class: "reg -> out"
  crit_path_max_fanout: 21
  crit_required_ps: 2080
  crit_path_end_kind: "output pin"
  r2r_cells: 3
  critPathLaunchType: "register"
  r2r-end: "clkdiv32.counter[4]"
  rrSetupSlack_ps: 1700
  arrival_ps: 1270
  reg2reg_from: "clkdiv32.counter[0]"
place:
  dp_cells: 3740
  place_congestion: 0.926
  dpl.hpwl_um: 48300
  numPortBuffers: 107
  pre_cts_slack_ps: 1000
  placed_area_um2: 27300
logic_synthesis:
  syn_area_per_cell_um2: 8.78
  ys_types: 85
  yosys_most_used_dff: "dfxtp_1"
  yosys.area.top_type_share_pct: 40.3
  area_leaders: "fa_1 (40%), ha_1 (10%), inv_1 (8.4%)"
  synthArstFlopShare_pct: 0
  netlist_area_um2: 25600
  yosysChipArea_um2: 25600
  synthCells: 2919
  ys_cells: 2919
  synth_warnings: 13
  ys_ff: 84
  largest_area_cell: "fa_1"
  yosysSeqAreaShare_pct: 7.35
  edf_count: 20
global_route:
  antenna_found_initial: 1
  grt_max_degree: 41
  grtUsageMet2_pct: 33.3
  grt_overflow_total: 0
  first_global_vias: 20000
  grt_pass1_wl_um: 101000
  grt.busiest_layer: "met2"
  gr-usage-met3_pct: 7.04
  gr-usage-all-layers_pct: 20.8
  met1_usage_pct: 29.6
cts:
  clk_pin_slew_ps: 30
  ctsHoldBuffers: 0
  numCtsBuffers: 3
  cts_tree: "yes"
  h-tree-depth: 1
  clockBufferDepth: 2
  insertion_delay_ps: 220
  cts_resized: 0
  cts_setup_buffers: 0
  cts-root-buf: "clkbuf_16"
worst_hold_path:
  min_to: "clkdiv32.counter[0]"
  min_from: "clkdiv32.counter[0]"
  hold_depth: 1
  min_path_type: "reg -> reg"
final_timing:
  hold_viol: 0
  skew_ps: 0.264
  slew_headroom_pct: 38.8
  finalCritPeriodShare_pct: 68.9
  max_freq_ghz: 0.558
  untimed_endpoints: 112
  setup-tns-final_ps: 0
  setup_viol: 0
  unclocked_pins: 79
  fin_crit_ps: 1790
  rsz0062_at_grt: "false"
  timing.final.ws_setup_ps: 809
  worst_slew_pin_slew_ps: 916
  drv_slew: 0
layout:
  drive_above_1_share_pct: 1.10
  instances_no_fill: 3745
  lay_top_count: "inv_1"
  layout_top_cells: "inv_1 (575), fa_1 (516), nand2_1 (479), and2_1 (321), ha_1 (207)"
  stdcell_area_um2: 27300
  area_growth_pct: 6.72
routing:
  drt.antenna.violating_nets: 0
  drt-pass1-iter-count: 5
  wl_per_cell_um: 15.8
  vias: 18500
  drt_iter0_drc: 563
  viasPerCell: 4.94
  routed_wl_um: 59300
  route.detailed.drc: 0
floorplanning:
  core_area_um2: 63200
  die_area_um2: 65100
  die_y_um: 255
  num_rows: 92
  dieWidth_um: 255
  io-pin-count: 108
  fp_util_pct: 40.5
job:
  tool_warnings: 37
  maxCapViolations: 0
[cells by family after synthesis]
group	after synthesis	synth area share, %
flip-flops	84	7.35
XOR/XNOR	185	6.59
buffers and inverters	711	10.5
other	1	0.0146
AND-OR/OR-AND	205	5.58
AND/OR/NAND/NOR	1001	19.1
multiplexers	9	0.459
adder cells (fa/ha/maj)	723	50.4
[metal layers]
metal	wire length, um	vias to the layer above
met2	28600	508
met1	25500	9251
met5	0	-
met3	4580	37
li1	-	8704
met4	529	0
[worst max-delay path, cell delays in order (launching register included)]
cell             delay [ps]
dfxtp_1                 290
buf_4                   220
clkdlybuf4s50_1         530
[area by class of cell]
class                           count  area [um^2]
Antenna cell                        1         2.50
Clock buffer                        4         78.8
Fill cell                        5990        35900
Inverter                          575         2160
Multi-Input combinational cell   2124        21100
Sequential cell                    84         1880
Tap cell                          846         1060
Timing Repair Buffer              111         1100
[how the worst max path moves through the flow]
stage              startpoint      end  slack (ps)  cells past startpoint
6_report  clkdiv32.counter[4]  dac_clk         810                      2
4_1_cts   clkdiv32.counter[4]  dac_clk         760                      2
5_1_grt   clkdiv32.counter[4]  dac_clk         730                      2
[flip-flops by register name (all words and copies together), names as in the netlist, 5 cells and up]
signal,count
adc.dout,10
dac_in,10
counter,6
adc.state,6
biquad_filter.x_2,10
biquad_filter.x_1,10
clkdiv32.counter,5
biquad_filter.y_1,10
biquad_filter.y_2,10
dac.state,6
[cells in the mapped netlist (all sizes together), types with 10 or more instances]
| cell type | count |
|---|---|
| ha | 207 |
| a21o | 19 |
| or2 | 10 |
| nand2 | 480 |
| fa | 516 |
| nor2 | 66 |
| xor2 | 49 |
| nand3 | 27 |
| a21oi | 44 |
| and2 | 322 |
| o21ai | 49 |
| nor3 | 19 |
| nand2b | 14 |
| dfxtp | 64 |
| buf | 10 |
| xnor2 | 131 |
| clkbuf | 126 |
| inv | 575 |
| a31oi | 12 |
| edfxtp | 20 |
[stage by stage]
stage	util, %	hold slack, ps
5_1_grt	43.3	413
2_1_floorplan	-	370
3_5_place_dp	43.1	391
4_1_cts	43.3	397
3_3_place_gp	43.1	389
6_report	43.3	397
